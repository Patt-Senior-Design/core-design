<file path="./config.mk">
export PLATFORM = sky130hd
export DESIGN_NAME = priencoder
export DESIGN_NICKNAME = priencoder
export VERILOG_FILES = /design/flow/design.v
export SDC_FILE = /design/flow/constraint.sdc
export NUM_CORES = 4
export LEC_CHECK = 1
export CORE_AREA = 10 10 86 86
export DIE_AREA = 0 0 96 96
</file>
<file path="./constraint.sdc">
current_design priencoder

set clk_period 5.7
set clk_io_pct 0.2

create_clock -name clk0 -period $clk_period

set non_clock_inputs [all_inputs -no_clocks]
set_input_delay [expr $clk_period * $clk_io_pct] -clock clk0 $non_clock_inputs
set_output_delay [expr $clk_period * $clk_io_pct] -clock clk0 [all_outputs]
</file>
<file path="./design.v">
module encoder #(
  parameter BITS = 1
  )(
  input [BITS-1:0]          in,
  output                    invalid,
  output [$clog2(BITS)-1:0] out);
  assign invalid = ~|in;
  wire [(BITS>>1)-1:0] encode_bits [$clog2(BITS)-1:0];
  genvar i;
  genvar k;
  generate
    for (i = 0; i < BITS; i=i+1) begin : enc_outer
      genvar j;
      for (j = 0; j < $clog2(BITS); j=j+1) begin : enc_inner
        localparam k = ((i >> (j+1)) << j) | (i & ((1 << j)-1));
        if ((i >> j) & 1) 
          assign encode_bits[j][k] = in[i];
      end
    end
    for (i = 0; i < $clog2(BITS); i=i+1) begin : enc_assign
      assign out[i] = |encode_bits[i];
    end
  endgenerate
endmodule
module priencoder #(
  parameter BITS = 32,
  parameter SEARCH_BIT = 1
  )(
  input [BITS-1:0] in,
  output invalid,
  output  [$clog2(BITS)-1:0] out);
  wire p_invalid;  
  wire [BITS-1:0] pvector;
  privector #(.BITS(BITS), .SEARCH_BIT(SEARCH_BIT)) ppf_vectree (
    .in (in),
    .invalid(p_invalid),  
    .out (pvector));
  encoder #(.BITS(BITS)) oh_encode (
    .in (pvector),
    .invalid (invalid),
    .out (out));
endmodule
module privector #(
  parameter BITS = 32,
  parameter SEARCH_BIT = 1
  )(
  input [BITS-1:0] in,
  output invalid,
  output  [BITS-1:0] out);
  wire [BITS-1:0] partial_out [$clog2(BITS):0];
  wire [BITS-1:0] found [$clog2(BITS):0];
  genvar i;      
  generate
    if (SEARCH_BIT) begin
      assign partial_out[0] = in;
      assign found[0] = in;
    end else begin
      assign partial_out[0] = ~in;
      assign found[0] = ~in;
    end
  endgenerate
  localparam B = BITS - 1;
  generate
    for (i = 0; i < $clog2(BITS); i = i + 1) begin : prienc_outer
      genvar j;
      localparam base_prop = BITS - (1 << i); 
      localparam bit_mask = 1 << i;
      for (j = 0; j < BITS; j = j + 1) begin : prienc_inner
        localparam prop_idx = ((j >> i) << i) | bit_mask; 
        if (~j & bit_mask) begin
          assign partial_out[i+1][B-j] = ~found[i][B-prop_idx] & partial_out[i][B-j];
          assign found[i+1][B-j] = found[i][B-prop_idx] | found[i][B-j];
        end else begin 
          assign partial_out[i+1][B-j] = partial_out[i][B-j];
          assign found[i+1][B-j] = found[i][B-j];
        end
      end
    end
  endgenerate
  assign out = partial_out[$clog2(BITS)];
  assign invalid = ~|partial_out[0];
endmodule
</file>
<file path="./run.sh">
#!/bin/bash
# OpenROAD 26Q1-2900-gdf79404cd8, Yosys 0.63+post, stock flow scripts
make -C /OpenROAD-flow-scripts/flow DESIGN_CONFIG=/design/flow/config.mk WORK_HOME=/design/flow/orfs finish
</file>
==> run summary <==
Non-Filler Instances -> 194
Worst setup margin -> 1.06 ns
Achievable Freq -> 0.216 GHz
Hold Crit Class -> input pin to output pin
I/O pin cnt -> 38
Fin Hold WS -> 3.39 ns
Setup bufs post-CTS -> 0
Die footprint -> 0.00922 mm2
Register area -> 0 um2
DRC -> 0
Drt total wl -> 2250 um
Logic area -> 468 um2
Mapped cell area -> 487 um2
Cell taking the most area after synthesis -> nor2_1
Worst-Margin Slew -> 0.637 ns
GRT Residual Overflow -> 0
CLK BUF -> 0
WL/cell -> 11.6 um
DRT iter0 DRCs -> 19
Startpoint types -> input pin
Synth Instances -> 84
Most instantiated logic cells after routing -> clkdlybuf4s50_1, nor2_1, a21oi_1
RSZ-0062 raised after global routing -> no
Antenna-violating nets left -> 0
Detailed Place HPWL -> 2060 um
Post-synthesis area per instance -> 5.79 um2
Fill cells -> 652
Dominant logic cell type in the layout -> clkdlybuf4s50_1
Vias -> 758
Global-route wire length before repair -> 3510 um
Total track usage -> 4.70%
GPL Wtd Cong -> 0.790
Relative slew slack -> 56.5%
Final min period -> 4.64 ns
Share of layout cells above drive strength 1 -> 4.10%
Final setup violation count -> 0
Starting Density -> 8.79%
Via density -> 3.91
Worst Path Arrival -> 3.50 ns
Hold buffer count at CTS -> 0
I/O Buffers -> 38
Seq share, synth -> 0%
Vias in the first global route -> 692
Max-Cap Viols -> 0
Placed insts -> 194
PostCTS Resize Cnt -> 0
YS warnings -> 2
Period utilization -> 81.4%
CP required -> 4.56 ns
CP Class -> input pin to output pin
Die W -> 96 um
Height of the die -> 96 um
Flip-flops -> 0
Synth cell types -> 30
Critical Path Sink Type -> output pin
Finished Core Util -> 17.3%
Tool warnings -> 32
Launch point of the worst path -> in[16]
Final Hold Viols -> 0
Worst Setup EP -> out[1]
Status -> finished clean
Leakage power -> 0.302 nW
Maximum VDD drop -> 22.7 uV
Core area -> 0.00554 mm2
Drt pass-1 iters -> 4
Initial antenna violation count -> 0
Power Density -> 51.8 mW/mm2
Row count -> 27
Chip Area, Yosys -> 487 um2
Setup TNS -> 0 ns
Final Max Slew Viols -> 0
# diodes -> 0
Cells in synth_stat.txt -> 84
Top cell area share -> 12.3%
Biggest area cells -> nor2_1, a21oi_1, nor4_1, nor2b_1, a211oi_1
Placement Setup Slack -> 1.03 ns
Largest net degree at the start of global routing -> 8
Area growth syn-to-layout -> 96.7%
Critical Path Fanout Max -> 4
-- kinds of logic (layout without fill, tap and decap cells) --
group           after synthesis  in the layout  share of synthesized area (%)
simple gates                 49             49                           56.0
compound gates               30             30                           40.1
buf+inv                       5             43                           3.86
-- worst min-delay path by stage --
stage | start | to | slack (ns) | depth (start not counted)
5_1_grt | in[0] | out[2] | 3.47 | 4
6_report | in[0] | out[0] | 3.39 | 5
4_1_cts | in[0] | out[0] | 3.42 | 5
-- synthesized netlist by cell type (all sizes together) (2+ instances only) --
| library cell | n |
|---|---|
| nor2b | 5 |
| inv | 5 |
| a21o | 2 |
| or3 | 3 |
| nor2 | 16 |
| o31ai | 2 |
| a21oi | 10 |
| nand2b | 2 |
| o21ai | 5 |
| nor4 | 9 |
| nor3 | 5 |
| nand2 | 3 |
| or4 | 2 |
| a211oi | 4 |
-- metal layers --
layer,vias to the layer above,GRT usage [%],wire (um)
met5,-,0,0
met3,0,1.49,158
li1,407,-,-
met2,19,8.02,1090
met1,332,6.01,996
met4,0,0,0
-- power breakdown --
| group | total [W] | switching [W] | leakage [nW] | internal, W |
|---|---|---|---|---|
| Combinational | 0.0000496 | 0.0000200 | 0.302 | 0.0000296 |
| Clock | 0 | 0 | 0 | 0 |
| Sequential | 0 | 0 | 0 | 0 |
-- worst max-delay path: stages --
cell,delay [ns]
clkdlybuf4s50_1,0.44
or4_4,0.56
or3_4,0.39
or2_1,0.23
nor4_2,0.14
a211o_1,0.12
clkdlybuf4s50_1,0.48
-- stage by stage --
stage	power (W)	cell area, um2
after floorplan	0.0000140	487
after global placement	0.0000499	957
after detailed placement	0.0000498	957
after CTS	0.0000501	957
after global routing	0.0000546	957
final	0.0000496	957
-- area by class of cell --
class / count / share of cell area (%)
Tap cell: 72 / 9.41
Inverter: 5 / 1.96
Multi-Input combinational cell: 79 / 48.9
Timing Repair Buffer: 38 / 39.7
No activity file was given, so power comes from the tool's default toggle rates.
