**flow/config.mk**
```make
export PLATFORM = sky130hd
export DESIGN_NAME = wb
export DESIGN_NICKNAME = wb
export VERILOG_FILES = /design/flow/design.v
export SDC_FILE = /design/flow/constraint.sdc
export NUM_CORES = 4
export LEC_CHECK = 1
export CORE_AREA = 10 10 279 279
export DIE_AREA = 0 0 289 289
```
**flow/constraint.sdc**
```tcl
current_design wb

set clk_period 31.9
set clk_io_pct 0.2

create_clock -name clk0 -period $clk_period [get_ports {clk}]

set non_clock_inputs [all_inputs -no_clocks]
set_input_delay [expr $clk_period * $clk_io_pct] -clock clk0 $non_clock_inputs
set_output_delay [expr $clk_period * $clk_io_pct] -clock clk0 [all_outputs]
```
**flow/design.v**
```verilog
module decoder #(
  parameter BITS = 1
  )(
  input  [BITS-1:0]      in,
  output [(1<<BITS)-1:0] out);
  genvar i;
  generate
    for (i = 0; i < (1<<BITS); i=i+1) begin : dec
      assign out[i] = (in == i);
    end
  endgenerate
endmodule
module flop #(
  parameter width=1
  )(
  input clk,
  input rst,
  input set,
  input enable, 
  input [width-1:0] d,
  output reg [width-1:0] q);
  always @(posedge clk) begin
    if (enable)
      q <= d;
    if (set)
      q <= {width{1'b1}};
    if (rst)
      q <= 0;
  end
endmodule
module mux #(
  parameter W = 32,
  parameter N = 16
  )(
  input [$clog2(N)-1:0] sel,
  input [(N*W)-1:0]     in,
  output [W-1:0]        out);
  wire [N-1:0] sel_onehot;
  decoder #($clog2(N)) decoder(
    .in(sel),
    .out(sel_onehot));
  premux #(W,N) premux(
    .sel(sel_onehot),
    .in(in),
    .out(out));
endmodule
module premux #(
  parameter W = 32,
  parameter N = 16
  )(
  input [N-1:0]     sel,
  input [(N*W)-1:0] in,
  output [W-1:0]    out);
  wire [W-1:0] steps [0:N];
  genvar i;
  generate
    for(i = 0; i < N; i=i+1) begin : premux_gen
      assign steps[i+1] = steps[i] | ({W{sel[i]}} & in[i*W+:W]);
    end
  endgenerate
  assign steps[0] = 0;
  assign out = steps[N];
endmodule
module privector #(
  parameter BITS = 32,
  parameter SEARCH_BIT = 1
  )(
  input [BITS-1:0] in,
  output invalid,
  output  [BITS-1:0] out);
  wire [BITS-1:0] partial_out [$clog2(BITS):0];
  wire [BITS-1:0] found [$clog2(BITS):0];
  genvar i;      
  generate
    if (SEARCH_BIT) begin
      assign partial_out[0] = in;
      assign found[0] = in;
    end else begin
      assign partial_out[0] = ~in;
      assign found[0] = ~in;
    end
  endgenerate
  localparam B = BITS - 1;
  generate
    for (i = 0; i < $clog2(BITS); i = i + 1) begin : prienc_outer
      genvar j;
      localparam base_prop = BITS - (1 << i); 
      localparam bit_mask = 1 << i;
      for (j = 0; j < BITS; j = j + 1) begin : prienc_inner
        localparam prop_idx = ((j >> i) << i) | bit_mask; 
        if (~j & bit_mask) begin
          assign partial_out[i+1][B-j] = ~found[i][B-prop_idx] & partial_out[i][B-j];
          assign found[i+1][B-j] = found[i][B-prop_idx] | found[i][B-j];
        end else begin 
          assign partial_out[i+1][B-j] = partial_out[i][B-j];
          assign found[i+1][B-j] = found[i][B-j];
        end
      end
    end
  endgenerate
  assign out = partial_out[$clog2(BITS)];
  assign invalid = ~|partial_out[0];
endmodule
module wb(
  input         clk,
  input         rst,
  input         rename_wb_valid,
  input [6:0]   rename_robid,
  input [5:0]   rename_rd,
  input [31:2]  rename_wb_result,
  input         scalu0_valid,
  input         scalu0_error,
  input [4:0]   scalu0_ecause,
  input [6:0]   scalu0_robid,
  input [5:0]   scalu0_rd,
  input [31:0]  scalu0_result,
  output        wb_scalu0_stall,
  input         scalu1_valid,
  input         scalu1_error,
  input [4:0]   scalu1_ecause,
  input [6:0]   scalu1_robid,
  input [5:0]   scalu1_rd,
  input [31:0]  scalu1_result,
  output        wb_scalu1_stall,
  input         mcalu0_valid,
  input         mcalu0_error,
  input [4:0]   mcalu0_ecause,
  input [6:0]   mcalu0_robid,
  input [5:0]   mcalu0_rd,
  input [31:0]  mcalu0_result,
  output        wb_mcalu0_stall,
  input         mcalu1_valid,
  input         mcalu1_error,
  input [4:0]   mcalu1_ecause,
  input [6:0]   mcalu1_robid,
  input [5:0]   mcalu1_rd,
  input [31:0]  mcalu1_result,
  output        wb_mcalu1_stall,
  input         lsq_wb_valid,
  input         lsq_wb_error,
  input [4:0]   lsq_wb_ecause,
  input [6:0]   lsq_wb_robid,
  input [5:0]   lsq_wb_rd,
  input [31:0]  lsq_wb_result,
  output        wb_lsq_stall,
  input         csr_valid,
  input         csr_error,
  input [4:0]   csr_ecause,
  input [6:0]   csr_robid,
  input [5:0]   csr_rd,
  input [31:0]  csr_result,
  output        wb_valid,
  output        wb_error,
  output [4:0]  wb_ecause,
  output [6:0]  wb_robid,
  output [5:0]  wb_rd,
  output [31:0] wb_result,
  input         rob_flush);
  wire         rename_valid_r;
  wire [6:0]   rename_robid_r;
  wire [4:0]   rename_rd_r;
  wire [31:0]  rename_result_r;
  wire         scalu0_valid_r;
  wire         scalu0_error_r;
  wire [4:0]   scalu0_ecause_r;
  wire [6:0]   scalu0_robid_r;
  wire [5:0]   scalu0_rd_r;
  wire [31:0]  scalu0_result_r;
  wire         scalu1_valid_r;
  wire         scalu1_error_r;
  wire [4:0]   scalu1_ecause_r;
  wire [6:0]   scalu1_robid_r;
  wire [5:0]   scalu1_rd_r;
  wire [31:0]  scalu1_result_r;
  wire         mcalu0_valid_r;
  wire         mcalu0_error_r;
  wire [4:0]   mcalu0_ecause_r;
  wire [6:0]   mcalu0_robid_r;
  wire [5:0]   mcalu0_rd_r;
  wire [31:0]  mcalu0_result_r;
  wire         mcalu1_valid_r;
  wire         mcalu1_error_r;
  wire [4:0]   mcalu1_ecause_r;
  wire [6:0]   mcalu1_robid_r;
  wire [5:0]   mcalu1_rd_r;
  wire [31:0]  mcalu1_result_r;
  wire         lsq_valid_r;
  wire         lsq_error_r;
  wire [4:0]   lsq_ecause_r;
  wire [6:0]   lsq_robid_r;
  wire [5:0]   lsq_rd_r;
  wire [31:0]  lsq_result_r;
  flop rename_valid_r_flop (.clk(clk), .rst(rst|rob_flush), .set(1'b0), .enable(1'b1),
      .d(rename_wb_valid), .q(rename_valid_r));
  flop #(7) rename_robid_r_flop (.clk(clk), .rst(1'b0), .set(1'b0), .enable(1'b1),
      .d(rename_robid), .q(rename_robid_r));
  flop #(5) rename_rd_r_flop (.clk(clk), .rst(1'b0), .set(1'b0), .enable(1'b1),
      .d(rename_rd[4:0]), .q(rename_rd_r));
  flop #(32) rename_result_r_flop (.clk(clk), .rst(1'b0), .set(1'b0), .enable(1'b1),
      .d({rename_wb_result, 2'b0}), .q(rename_result_r));
  wire scin0_valid = csr_valid | scalu0_valid;
  wire scin0_error;
  wire [4:0] scin0_ecause;
  wire [6:0] scin0_robid;
  wire [5:0] scin0_rd;
  wire [31:0] scin0_result;
  mux #(1, 2) scin0_error_mux (.sel(csr_valid), .in({csr_error, scalu0_error}), .out(scin0_error));
  mux #(5, 2) scin0_ecause_mux (.sel(csr_valid), .in({csr_ecause, scalu0_ecause}), .out(scin0_ecause));
  mux #(7, 2) scin0_robid_mux (.sel(csr_valid), .in({csr_robid, scalu0_robid}), .out(scin0_robid));
  mux #(6, 2) scin0_rd_mux (.sel(csr_valid), .in({csr_rd, scalu0_rd}), .out(scin0_rd));
  mux #(32, 2) scin0_result_mux (.sel(csr_valid), .in({csr_result, scalu0_result}), .out(scin0_result));
  flop scalu0_valid_r_flop (.clk(clk), .rst(rst|rob_flush), .set(1'b0), .enable(~wb_scalu0_stall),
      .d(scin0_valid), .q(scalu0_valid_r));
  flop scalu0_error_r_flop (.clk(clk), .rst(1'b0), .set(1'b0), .enable(~wb_scalu0_stall),
      .d(scin0_error), .q(scalu0_error_r));
  flop #(5) scalu0_ecause_r_flop (.clk(clk), .rst(1'b0), .set(1'b0), .enable(~wb_scalu0_stall),
      .d(scin0_ecause), .q(scalu0_ecause_r));
  flop #(7) scalu0_robid_r_flop (.clk(clk), .rst(1'b0), .set(1'b0), .enable(~wb_scalu0_stall),
      .d(scin0_robid), .q(scalu0_robid_r));
  flop #(6) scalu0_rd_r_flop (.clk(clk), .rst(1'b0), .set(1'b0), .enable(~wb_scalu0_stall),
      .d(scin0_rd), .q(scalu0_rd_r));
  flop #(32) scalu0_result_r_flop (.clk(clk), .rst(1'b0), .set(1'b0), .enable(~wb_scalu0_stall),
      .d(scin0_result), .q(scalu0_result_r));
  flop scalu1_valid_r_flop (.clk(clk), .rst(rst|rob_flush), .set(1'b0), .enable(~wb_scalu1_stall),
      .d(scalu1_valid), .q(scalu1_valid_r));
  flop scalu1_error_r_flop (.clk(clk), .rst(1'b0), .set(1'b0), .enable(~wb_scalu1_stall),
      .d(scalu1_error), .q(scalu1_error_r));
  flop #(5) scalu1_ecause_r_flop (.clk(clk), .rst(1'b0), .set(1'b0), .enable(~wb_scalu1_stall),
      .d(scalu1_ecause), .q(scalu1_ecause_r));
  flop #(7) scalu1_robid_r_flop (.clk(clk), .rst(1'b0), .set(1'b0), .enable(~wb_scalu1_stall),
      .d(scalu1_robid), .q(scalu1_robid_r));
  flop #(6) scalu1_rd_r_flop (.clk(clk), .rst(1'b0), .set(1'b0), .enable(~wb_scalu1_stall),
      .d(scalu1_rd), .q(scalu1_rd_r));
  flop #(32) scalu1_result_r_flop (.clk(clk), .rst(1'b0), .set(1'b0), .enable(~wb_scalu1_stall),
      .d(scalu1_result), .q(scalu1_result_r));
  flop mcalu0_valid_r_flop (.clk(clk), .rst(rst|rob_flush), .set(1'b0), .enable(~wb_mcalu0_stall),
      .d(mcalu0_valid), .q(mcalu0_valid_r));
  flop mcalu0_error_r_flop (.clk(clk), .rst(1'b0), .set(1'b0), .enable(~wb_mcalu0_stall),
      .d(mcalu0_error), .q(mcalu0_error_r));
  flop #(5) mcalu0_ecause_r_flop (.clk(clk), .rst(1'b0), .set(1'b0), .enable(~wb_mcalu0_stall),
      .d(mcalu0_ecause), .q(mcalu0_ecause_r));
  flop #(7) mcalu0_robid_r_flop (.clk(clk), .rst(1'b0), .set(1'b0), .enable(~wb_mcalu0_stall),
      .d(mcalu0_robid), .q(mcalu0_robid_r));
  flop #(6) mcalu0_rd_r_flop (.clk(clk), .rst(1'b0), .set(1'b0), .enable(~wb_mcalu0_stall),
      .d(mcalu0_rd), .q(mcalu0_rd_r));
  flop #(32) mcalu0_result_r_flop (.clk(clk), .rst(1'b0), .set(1'b0), .enable(~wb_mcalu0_stall),
      .d(mcalu0_result), .q(mcalu0_result_r));
  flop mcalu1_valid_r_flop (.clk(clk), .rst(rst|rob_flush), .set(1'b0), .enable(~wb_mcalu1_stall),
      .d(mcalu1_valid), .q(mcalu1_valid_r));
  flop mcalu1_error_r_flop (.clk(clk), .rst(1'b0), .set(1'b0), .enable(~wb_mcalu1_stall),
      .d(mcalu1_error), .q(mcalu1_error_r));
  flop #(5) mcalu1_ecause_r_flop (.clk(clk), .rst(1'b0), .set(1'b0), .enable(~wb_mcalu1_stall),
      .d(mcalu1_ecause), .q(mcalu1_ecause_r));
  flop #(7) mcalu1_robid_r_flop (.clk(clk), .rst(1'b0), .set(1'b0), .enable(~wb_mcalu1_stall),
      .d(mcalu1_robid), .q(mcalu1_robid_r));
  flop #(6) mcalu1_rd_r_flop (.clk(clk), .rst(1'b0), .set(1'b0), .enable(~wb_mcalu1_stall),
      .d(mcalu1_rd), .q(mcalu1_rd_r));
  flop #(32) mcalu1_result_r_flop (.clk(clk), .rst(1'b0), .set(1'b0), .enable(~wb_mcalu1_stall),
      .d(mcalu1_result), .q(mcalu1_result_r));
  flop lsq_valid_r_flop (.clk(clk), .rst(rst|rob_flush), .set(1'b0), .enable(~wb_lsq_stall),
      .d(lsq_wb_valid), .q(lsq_valid_r));
  flop lsq_error_r_flop (.clk(clk), .rst(1'b0), .set(1'b0), .enable(~wb_lsq_stall),
      .d(lsq_wb_error), .q(lsq_error_r));
  flop #(5) lsq_ecause_r_flop (.clk(clk), .rst(1'b0), .set(1'b0), .enable(~wb_lsq_stall),
      .d(lsq_wb_ecause), .q(lsq_ecause_r));
  flop #(7) lsq_robid_r_flop (.clk(clk), .rst(1'b0), .set(1'b0), .enable(~wb_lsq_stall),
      .d(lsq_wb_robid), .q(lsq_robid_r));
  flop #(6) lsq_rd_r_flop (.clk(clk), .rst(1'b0), .set(1'b0), .enable(~wb_lsq_stall),
      .d(lsq_wb_rd), .q(lsq_rd_r));
  flop #(32) lsq_result_r_flop (.clk(clk), .rst(1'b0), .set(1'b0), .enable(~wb_lsq_stall),
      .d(lsq_wb_result), .q(lsq_result_r));
  wire [5:0] arb_valid = {scalu1_valid_r, scalu0_valid_r, mcalu1_valid_r,
    mcalu0_valid_r, lsq_valid_r, rename_valid_r};
  wire [7:0] arb_privalid;
  wire wb_invalid;
  privector #(8, 1) arb_prippf (
    .in({2'b0, arb_valid}),
    .invalid(wb_invalid),
    .out(arb_privalid));
  assign wb_valid = ~wb_invalid;
  wire [5:0] arb_select = arb_privalid[5:0];
  assign {wb_scalu1_stall, wb_scalu0_stall, wb_mcalu1_stall, 
    wb_mcalu0_stall, wb_lsq_stall} = arb_valid[5:1] & ~arb_select[5:1];  
  premux #(1, 6) wb_error_mux (.sel(arb_select), 
      .in({scalu1_error_r, scalu0_error_r, mcalu1_error_r, mcalu0_error_r, lsq_error_r, 1'b0}),
      .out(wb_error));
  premux #(5, 6) wb_ecause_mux (.sel(arb_select), 
      .in({scalu1_ecause_r, scalu0_ecause_r, mcalu1_ecause_r, mcalu0_ecause_r, lsq_ecause_r, 5'b0}),
      .out(wb_ecause));
  premux #(7, 6) wb_robid_mux (.sel(arb_select), 
      .in({scalu1_robid_r, scalu0_robid_r, mcalu1_robid_r, mcalu0_robid_r, lsq_robid_r, rename_robid_r}),
      .out(wb_robid));
  premux #(6, 6) wb_rd_mux (.sel(arb_select), 
      .in({scalu1_rd_r, scalu0_rd_r, mcalu1_rd_r, mcalu0_rd_r, lsq_rd_r, 1'b0, rename_rd_r}),
      .out(wb_rd));
  premux #(32, 6) wb_result_mux (.sel(arb_select), 
      .in({scalu1_result_r, scalu0_result_r, mcalu1_result_r, mcalu0_result_r, lsq_result_r, rename_result_r}),
      .out(wb_result));
endmodule
```
**flow/run.sh**
```bash
#!/bin/bash
# OpenROAD 26Q1-2900-gdf79404cd8, Yosys 0.63+post, stock flow scripts
make -C /OpenROAD-flow-scripts/flow DESIGN_CONFIG=/design/flow/config.mk WORK_HOME=/design/flow/orfs finish
```
==> deck_impl_summary.md <==
Flow Results at a Glance

STA
  – Clk_skew: about 0.023 ns
  – Max_slew headroom: between 40% and 50%
  – Pins Over Slew Limit: 0
  – Final hold vios: 0
  – Maximum clock frequency: 0.0957 GHz
  – Worst hold slack: approximately 0.78 ns
  – Cycle use final: 32.8%
  – Final setup TNS: 0 ns
  – # setup viols final: 0
  – Worst-Margin Slew: a little under 0.8 ns
  – Final min period: around 10 ns
  – Unrepaired setup endpoints after global routing: no

Setup path
  – Critical path class: reg -> out
  – CP max-delay cell: and2_2
  – Most used cell, CP: buf_4
  – Worst-path cell chain: buf_4 -> nor4_4 -> buf_4 -> and2_2 -> buf_4 -> a211o_1 -> clkdlybuf4s50_1
  – CP Max Fanout: around 58
  – Crit path capture type: primary output
  – Crit path DRT: between 20 and 30 ns
  – CP Buf/Inv Count: 4
  – Worst Reg-to-Reg Cells: 5
  – Critical Path AT: roughly 4.1 ns
  – Worst path depth: 7
  – Cell family with most CP delay: buffers and inverters
  – Critical Path Start Type: register
  – Critical Path Max Stage Delay: between 0.7 and 0.8 ns

Synthesis
  – FF+latch count, synth: 303
  – YS chip area: ~0.012 sq mm
  – Post-Syn Area: 0.0117 sq mm
  – Synth Seq Share: roughly 73%
  – Distinct lib cells: 32
  – Top comb family, area: AND-OR/OR-AND gates
  – Top area contributor share: approximately two thirds
  – MUX area fraction: under 10%
  – Top cells by area: edfxtp_1 (65%), dfxtp_1 (8.2%), mux2_2 (4.9%)
  – Adder-Cell Fraction of Synth Area: 0%
  – Mean Syn Cell Area: around 16 sq um
  – Yosys top cell by area: edfxtp_1
  – Post-Synth AOI/OAI Area: between 10% and 20%
  – Mapped Cells: between 700 and 800
  – EDFF count, synth: 255
  – Yosys warning count: 16
  – Number of cells in Yosys stat: roughly 740
  – Xor/xnor share: 0%
  – Simple share: under 10%
  – Dominant Register Cell: edfxtp_1
  – Fraction of registers with async set/reset: 0%

Global route
  – Largest net degree at the start of global routing: 59
  – Initial antenna violation count: 12
  – GRT Util Overall: about 11%
  – M1 GR Usage: 13.1%
  – M2 GR Usage: between 15 and 20%
  – Grt ovf: 0
  – First-pass GRT wire length: roughly 64000 um
  – Met3 Usage GRT: under 10%
  – Vias in the first global route: around 9200
  – Busiest grt layer: met2

Power
  – Comb pwr share: between 10% and 20%
  – Clk network pwr share: 41.6%
  – Seq pwr share: between 40% and 50%
  – Internal: just under 0.8 mW
  – Sw Share: between 20% and 30%
  – Leakage: about 6.5 nW
  – Net Sw Power: around 0.21 mW
  – Peak VDD IR: approximately 0.000032 V
  – PwrDens: about 54 mW/mm^2

Final layout
  – Post-route cell area: between 0.015 and 0.02 sq mm
  – Fillcell total: approximately 7300
  – Layout area overhead: 55.1%
  – Non-Filler Instances: 2137
  – Share of layout cells above drive strength 1: about an eighth

Clocking
  – Hold-fix buffers at CTS: 0
  – H-tree Lvls: 2
  – CTS resizes: 0
  – CTS root buf: clkbuf_16
  – Insertion Delay late pin: 0.54 ns
  – Post-CTS Setup Bufs: 0
  – CTS tree: yes
  – Max Buffers Root-to-Sink: 3
  – Clock transition at path regs: around 0.060 ns
  – Clk sinks: 303
  – Num CTS Buffers: 37

Hold path
  – Type of the most critical hold path: reg -> reg
  – Hold Path Cell Cnt: 3

Floorplanning
  – Area of the die: between 0.08 and 0.09 sq mm
  – Floorplan die width: 289 um
  – # rows: a little under 100
  – Die height: slightly below 300 um
  – Core area: roughly 0.07 sq mm
  – Floorplan utilization: approximately 16%
  – # IOs: ~420

Detailed routing
  – Post-DRT Antenna Nets: 0
  – DRT Pass-1 Iters: 4
  – Vias: between 8000 and 9000
  – Residual DRC: 0
  – Wire length per cell: around 22 um
  – Final WL: 46600 um
  – Vias per cell: just under 4
  – Drt initial violations: roughly 360

Placed design
  – Hpwl dp: 33200 um
  – Dpl cells: 2065
  – Gpl congestion: between 0.8 and 0.9
  – Port bufs: around 410
  – Post-DP Area: 0.0170 sq mm

Run
  – Max Cap Viol: 0
  – Tool warnings: 26

Status
  – Outcome: completed
[state kept, by name, indices dropped and copies added (netlist names), 7 cells and up]
register                cells
lsq_result_r_flop.q        32
mcalu0_result_r_flop.q     32
mcalu1_result_r_flop.q     32
scalu0_result_r_flop.q     32
scalu1_result_r_flop.q     32
rename_result_r_flop.q     30
lsq_robid_r_flop.q          7
mcalu0_robid_r_flop.q       7
mcalu1_robid_r_flop.q       7
rename_robid_r_flop.q       7
scalu0_robid_r_flop.q       7
scalu1_robid_r_flop.q       7
[final timing paths]
path,startpoint,endpoint,slack [ns]
min,mcalu1_valid_r_flop.q$_SDFFE_PP0N_,mcalu1_valid_r_flop.q$_SDFFE_PP0N_,0.78
max reg2reg,mcalu0_valid_r_flop.q$_SDFFE_PP0N_,scalu1_result_r_flop.q[11]$_DFFE_PN_,28.77
min reg2reg,mcalu1_valid_r_flop.q$_SDFFE_PP0N_,mcalu1_valid_r_flop.q$_SDFFE_PP0N_,0.78
max,lsq_valid_r_flop.q$_SDFFE_PP0N_,wb_result[11],21.45
[area by class of cell]
type / instances / area (sq um) / area share [%]
Antenna cell: 4 / 10.0 / 0.0549
Clock buffer: 52 / 1070 / 5.90
Clock inverter: 16 / 115 / 0.632
Inverter: 6 / 22.5 / 0.124
Multi-Input combinational cell: 370 / 2870 / 15.7
Sequential cell: 303 / 8630 / 47.4
Tap cell: 950 / 1190 / 6.53
Timing Repair Buffer: 436 / 4310 / 23.6
[synth_stat cells, types with 9 or more instances]
library cell / number
edfxtp_1: 255
a21oi_1: 84
mux2_2: 51
dfxtp_1: 48
nand3b_1: 48
a211o_1: 42
a32o_1: 42
nor2b_1: 38
clkbuf_1: 31
buf_2: 16
nand3_1: 15
nand2_1: 14
a22oi_1: 9
[kinds of logic after synthesis]
group / after synthesis
DFF: 303
AOI/OAI and AO/OA: 191
and+or+nand+nor: 128
buffers and inverters: 64
muxes: 51
[worst reg2reg max path, stage by stage, from the launching register on]
cell and delay (ns):
dfxtp_4 0.48, buf_4 0.39, or4_4 0.53, o21ai_4 0.27
buf_4 0.49, buf_4 0.55
[layout by cell type, fill, tap and decap left out, drive strengths merged, types with 2 or more instances in the layout]
cell and instances:
o211ai 3, diode 4, nand3 15, edfxtp 255
and2 2, buf 23, inv 8, dfxtp 48
nand3b 48, nand2 14, a211o 42, a22oi 9
mux2 51, nand4b 6, clkbuf 52, a32oi 3
o21ai 2, a32o 42, o21a 3, nor2b 38
clkdlybuf4s50 413, clkinv 13, a21oi 84
[through the flow]
stage / setup slack (ns) / util, % / total power, mW
final: 21.45 / 25.4 / 0.986
after global routing: 21.20 / 25.4 / 1.03
after CTS: 21.37 / 25.4 / 1.00
after detailed placement: 22.00 / 23.8 / 0.586
after global placement: 21.99 / 23.8 / 0.585
after floorplan: 21.08 / - / 0.504
[layer usage]
metal  share of wire [%]  wire length [um]
met1                  38             17800
met2                  46             21300
met3                  14              6350
met4                 2.4              1110
met5                0.18                84
[power by group through the flow]
stage	Sequential, mW	Clock [mW]	Combinational (mW)
after CTS	0.466	0.425	0.113
after global routing	0.468	0.439	0.119
final	0.466	0.410	0.110
Power and IR drop assume default switching activity.
