==> design/flow/design.v <==
module queue_out #(
  parameter Q_SIZE = 64
  )(
  input        clk,
  input        bfs_rst,
  input [1:0]  enqueue_req,
  input [63:0] wdata_in,
  input        dequeue_req,
  output [63:0] rdata_out,
  output        rdata_filled,
  output       queue_sat,
  output       queue_full,
  output       queue_empty);
  reg [31:0]      buf_addr0[Q_SIZE-1:0];
  reg [31:0]      buf_addr1[Q_SIZE-1:0];
  reg [Q_SIZE-1:0] buf_valid0;
  reg [Q_SIZE-1:0] buf_valid01;  
  reg [$clog2(Q_SIZE)-1:0] buf_head, buf_tail;
  reg                     buf_head_pol, buf_tail_pol;
  wire [$clog2(Q_SIZE)-1:0] bt, bh8;
  wire                     bt_pol, bh8_pol;
  wire [$clog2(Q_SIZE):0]  buf_head_next, buf_tail_next;
  wire                    head_double;
  wire                    tail_single;
  wire                    advance_head;
  wire                    advance_tail;
  wire [$clog2(Q_SIZE)-1:0] buf_tail0;
  assign buf_tail0 = tail_single ? buf_tail_next[$clog2(Q_SIZE)-1:0] : buf_tail;
  always @(posedge clk) begin
    if (bfs_rst) begin 
      buf_valid0 <= 0;
      buf_valid01 <= 0;
    end else begin
      if (dequeue_req & ~queue_empty) begin
        buf_valid01[buf_head] <= 0;
        buf_valid0[buf_head] <= 0;
      end
      if (~queue_full) begin
        if (advance_tail) begin
          buf_valid01[buf_tail] <= 1;
          buf_addr1[buf_tail] <= (tail_single ? wdata_in[31:0] : wdata_in[63:32]);
        end
        if (enqueue_req[0] & (~tail_single | enqueue_req[1])) begin
          buf_valid0[buf_tail0] <= 1;
          buf_addr0[buf_tail0] <= (tail_single ? wdata_in[63:32] : wdata_in[31:0]);
        end
      end
    end
  end
  assign head_double = buf_valid01[buf_head];
  assign advance_head = dequeue_req & head_double;
  assign tail_single = buf_valid0[buf_tail];
  assign advance_tail = (&enqueue_req | (|enqueue_req & tail_single));
  assign buf_tail_next = (~queue_full & advance_tail) ? 
                            {buf_tail_pol, buf_tail} + 1 : {buf_tail_pol, buf_tail};
  assign buf_head_next = (~queue_empty & advance_head) ? 
                            {buf_head_pol, buf_head} + 1 : {buf_head_pol, buf_head};
  always @(posedge clk) begin
    if (bfs_rst) begin
      {buf_head_pol, buf_head} <= 0;
      {buf_tail_pol, buf_tail} <= 0;
    end else begin
      {buf_head_pol, buf_head} <= buf_head_next;
      {buf_tail_pol, buf_tail} <= buf_tail_next;
    end
  end
  wire wraparound = (buf_head_pol ^ buf_tail_pol);
  wire pt_eq = (buf_head === buf_tail);
  assign {bt_pol, bt} = {buf_tail_pol, buf_tail} + 1;
  wire pt_full = (bt === buf_head);
  assign {bh8_pol, bh8} = {buf_head_pol, buf_head} + 8;
  assign queue_sat = (bh8 <= buf_tail) ^ (bh8_pol ^ buf_tail_pol);
  assign queue_full = pt_full;
  assign queue_empty = ~buf_valid0[buf_head];
  assign rdata_out = {buf_addr1[buf_head], buf_addr0[buf_head]};
  assign rdata_filled = buf_valid01[buf_head];
  wire [63:0] tail_data;
  assign tail_data = {buf_addr1[buf_tail], buf_addr0[buf_tail]};
endmodule 
==> design/flow/run.sh <==
#!/bin/bash
# OpenROAD 26Q1-2900-gdf79404cd8, Yosys 0.63+post, stock flow scripts
make -C /OpenROAD-flow-scripts/flow DESIGN_CONFIG=/design/flow/config.mk WORK_HOME=/design/flow/orfs finish
==> design/flow/config.mk <==
export PLATFORM = sky130hd
export DESIGN_NAME = queue_out
export DESIGN_NICKNAME = queue_out
export VERILOG_FILES = /design/flow/design.v
export SDC_FILE = /design/flow/constraint.sdc
export NUM_CORES = 4
export LEC_CHECK = 1
export CORE_UTILIZATION = 40
==> design/flow/constraint.sdc <==
current_design queue_out

set clk_period 113.1
set clk_io_pct 0.2

create_clock -name clk0 -period $clk_period [get_ports {clk}]

set non_clock_inputs [all_inputs -no_clocks]
set_input_delay [expr $clk_period * $clk_io_pct] -clock clk0 $non_clock_inputs
set_output_delay [expr $clk_period * $clk_io_pct] -clock clk0 [all_outputs]
==> flow_summary.ini <==
; synthesis and place-and-route metrics
[cells_and_area]
drive_gt1_share_pct = 33.2
mostFrequentLayoutCell = edfxtp_1
area_delta_synth_final_pct = 14.6
final-comb-area_mm2 = 0.0379
final_cell_mix = edfxtp_1, mux4_2, clkbuf_16
fill_cells = 32824
regArea_mm2 = 0.126

[worst_hold_path]
min_path_type = reg2reg

[synthesis]
edf_count = 4096
ys_seq_share_pct = 76.6
numSynthFlops = 4244
synth_area_mm2 = 0.164
ys_area_mm2 = 0.164
syn_avg_cell_area_um2 = 23.8
ys_types = 72
yosys_warnings = 1
async_flop_share_pct = 0
ff_type = edfxtp_1
netlist_instances = 6895
ys_cells = 6895

[cts]
clock-root-buffer = clkbuf_16
cts_resized = 0
post_cts_buffers = 0
cts_buffer_depth = 4
clkLatencyLatePin_ps = 1010
htree_levels = 5
tritoncts = done
cts_hold_buf = 0
clk_pin_slew_ps = 60
cts.sinks = 4244
cts_buffers = 417

[floorplanning]
die_width_um = 643
io_pins = 137
dieHeight_um = 643
num_rows = 235
initial_core_util_pct = 40.2
die_area_mm2 = 0.414
coreArea_mm2 = 0.409

[routing]
wl_mm = 444
ant_nets = 0
vias = 76718
dr.pass1.iters = 8
wl_per_cell_um = 33.5
drc = 0
avgViaCountPerCell = 5.79
drt_iter0_drc = 5447

[grt]
grt_pass1_wl_mm = 629
grt_max_degree = 106
grt_pass1_vias = 85598
gr-total-overflow = 0
track_usage_pct = 23.9
antenna_found_initial = 35

[final_timing]
finalSetupTns_ps = 0
rsz0062_at_grt = no
drv_slew = 0
fin_skew_ps = 74.5
finalHoldViolations = 0
min_period_ps = 30340
finalClockPeriodUsage_pct = 26.8
hold_ws_ps = 463
setup_viol_count_final = 0
fin_ws_ps = 82760
slew_headroom_pct = 24.9
tightestPinTransition_ps = 1120
max_freq_mhz = 33.0

[job]
tool_warnings = 38
drv_cap = 0

[pwr]
p_per_area_mw_per_mm2 = 18.6
internal-power_mw = 2.70
switching_share_pct = 22.9
power_mw = 3.51
p_sw_uw = 804
power_frac_seq_pct = 52.7
comb_power_share_pct = 8.4
ir_worst_vdd_mv = 0.0140
clkPwrFrac_pct = 38.9
p_leak_nw = 55.7

[setup_path]
cp.required_ps = 90480
cp-start-kind = register
criticalPathCategory = reg2out
worstPathMaxFanout = 36
critPathArrivalTime_ps = 7720
endpoint_kind = output pin

[status]
outcome = finished, final reports clean

[place]
portBuffers = 136
routabilityCongestion = 0.908
dp_hpwl_mm = 251
dp_slack_ps = 83520
[worst paths after layout]
check / slack, ps / startpoint / depth (start not counted) / endpoint
worst min register to register: 460 / buf_valid01[14]$_SDFF_PP0_ / 1 / buf_valid01[14]$_SDFF_PP0_
worst max-delay path: 82760 / register / 10 / rdata_out[27]
worst min-delay path: 460 / buf_valid01[14]$_SDFF_PP0_ / 1 / buf_valid01[14]$_SDFF_PP0_
worst max register to register: 106700 / buf_tail[0]$_SDFF_PP0_ / 11 / buf_addr0[44][17]$_DFFE_PP_
[cell usage after synthesis, drive strengths merged (27+ instances only)]
| master | n | area, µm² |
|---|---|---|
| a22o | 36 | 315 |
| dfxtp | 148 | 2960 |
| edfxtp | 4096 | 123000 |
| nand3 | 58 | 303 |
| mux2 | 69 | 777 |
| nand2 | 117 | 442 |
| buf | 115 | 502 |
| o21ai | 30 | 154 |
| a32o | 27 | 270 |
| clkbuf | 266 | 998 |
| mux2i | 38 | 393 |
| nor2 | 233 | 875 |
| xnor2 | 35 | 322 |
| mux4 | 1385 | 31200 |
[worst max-delay path: stages (launching register included)]
cell	delay [ps]
dfxtp_4	670
buf_4	550
buf_4	600
buf_4	660
buf_4	690
buf_4	660
buf_4	560
mux4_2	590
mux4_2	550
mux4_2	560
clkdlybuf4s50_1	460
[power groups by stage]
stage         clock network, mW  registers (mW)  logic (mW)
global route               1.44            1.85       0.320
CTS                        1.39            1.85       0.297
finish                     1.36            1.85       0.295
[registers in the layout, indices dropped and copies added (netlist names), named ones only]
register / cells
buf_addr0: 2048
buf_addr1: 2048
buf_head: 6
buf_head_pol: 1
buf_tail: 6
buf_tail_pol: 1
buf_valid0: 64
buf_valid01: 64
[final cells by class]
type,count,share of cell area (%)
diodes,10,0.0133
clock buffers,516,5.85
clock inverters,259,1.29
inverters,17,0.0339
multi-input cells,2253,20.1
flip-flops and latches,4244,66.9
well taps,5451,3.62
repair buffers,502,2.22
[through the flow]
| step | std cells | util [%] | cell area [µm²] |
|---|---|---|---|
| after floorplan | 6895 | - | 164000 |
| after global placement | 12467 | 42.7 | 175000 |
| after detailed placement | 12467 | 42.7 | 175000 |
| after CTS | 13242 | 46.0 | 188000 |
| after global routing | 13251 | 46.0 | 188000 |
| final | 13252 | 46.0 | 188000 |
[cell families (layout without fill, tap and decap cells)]
kind of cell / after synthesis / count (layout) / synth area share [%]
DFF: 4244 / 4244 / 76.6
muxes: 1492 / 1492 / 19.7
and+or+nand+nor: 491 / 491 / 1.31
buffers and inverters: 398 / 1294 / 0.951
AOI/OAI and AO/OA: 209 / 209 / 1.07
xor gates and xnor gates: 42 / 42 / 0.233
adders and majority gates: 19 / 19 / 0.145
other: 0 / 10 / 0
[routing by layer]
layer | vias to the layer above | share of wire [%] | track usage [%]
li1 | 30967 | - | -
met1 | 38929 | 28 | 25.7
met2 | 5923 | 48 | 35.5
met3 | 876 | 19 | 19.9
met4 | 23 | 3.8 | 7.10
met5 | - | 0.17 | 1.49
