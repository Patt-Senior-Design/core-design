==> flow/design.v <==
module sram_dp #(
  parameter ADDRW = 8,
  parameter DATAW = 8
  )(
  input                  clk,
  input                  rd_en,
  input [ADDRW-1:0]      rd_addr,
  output reg [DATAW-1:0] rd_data,
  input                  wr_en,
  input [ADDRW-1:0]      wr_addr,
  input [DATAW-1:0]      wr_data);
  reg             rd_en_r;
  reg [ADDRW-1:0] rd_addr_r;
  reg [DATAW-1:0] rd_data_r;
  reg             wr_en_r;
  reg [ADDRW-1:0] wr_addr_r;
  reg [DATAW-1:0] wr_data_r;
  reg [DATAW-1:0] mem [0:(1<<ADDRW)-1];
  always @(posedge clk) begin
    rd_en_r <= rd_en;
    rd_addr_r <= rd_addr;
    wr_en_r <= wr_en;
    wr_addr_r <= wr_addr;
    wr_data_r <= wr_data;
  end
  always @(negedge clk) begin
    if(rd_en_r)
      rd_data <= mem[rd_addr_r];
    if(wr_en_r)
      mem[wr_addr_r] <= wr_data_r;
  end
endmodule
==> flow/run.sh <==
#!/bin/bash
# OpenROAD 26Q1-2900-gdf79404cd8, Yosys 0.63+post, stock flow scripts
make -C /OpenROAD-flow-scripts/flow DESIGN_CONFIG=/design/flow/config.mk WORK_HOME=/design/flow/orfs finish
==> flow/config.mk <==
export PLATFORM = sky130hd
export DESIGN_NAME = sram_dp
export DESIGN_NICKNAME = sram_dp
export VERILOG_FILES = /design/flow/design.v
export SDC_FILE = /design/flow/constraint.sdc
export NUM_CORES = 4
export LEC_CHECK = 1
export CORE_UTILIZATION = 40
==> flow/constraint.sdc <==
current_design sram_dp

set clk_period 57.9
set clk_io_pct 0.2

create_clock -name clk0 -period $clk_period [get_ports {clk}]

set non_clock_inputs [all_inputs -no_clocks]
set_input_delay [expr $clk_period * $clk_io_pct] -clock clk0 $non_clock_inputs
set_output_delay [expr $clk_period * $clk_io_pct] -clock clk0 [all_outputs]
==> deck_impl_summary.md <==
Synthesis and Place & Route Summary

Setup path
  – Capture point of the worst reg-to-reg path: rd_data[6]
  – End of the critical path: rd_data[3]
  – Arr. time, crit path: 30.53 ns
  – Type of element launching the critical path: register
  – Worst reg2reg path startpoint: rd_addr_r[1]
  – Stage delay of the slowest cell on the critical path: 0.46 ns
  – Worst r2r path cells: 9
  – Critical path launch point: rd_data[3]
  – Critical path buffer and inverter count: 1
  – Kind of critical path: register to primary output
  – Biggest fanout along the worst timing path: 1
  – Critical-path cell with the highest stage delay: sky130_fd_sc_hd__clkdlybuf4s50_1
  – Req. time, crit path: 46.32 ns
  – CP Capture Type: primary output
  – Cell class contributing the biggest share of worst-path delay: buffers and inverters
  – Cells traversed along the worst timing path: clkdlybuf4s50_1
  – Worst reg2reg setup slack: 23.63 ns
  – Logic depth of the worst setup path including buffers: 1

Timing
  – Final Skew: about 0.085 ns
  – Slew at the pin closest to its max-slew limit: 1.07 ns
  – Final worst hold slack: 1.24 ns
  – Unrepaired setup endpoints after global routing: false
  – Total count of max-transition violations in the final report: 0
  – Final-report setup violation count: 0
  – Sum Neg Setup Slack: 0 ns
  – Remaining max-slew budget at the tightest pin: between 20% and 30%
  – Final hold violations: 0

Logic synthesis
  – Post-synth top area cell: sky130_fd_sc_hd__edfxtp_1
  – Post-synthesis sequential area ratio: 77.4%
  – Cells after synthesis: 3,872
  – Area figure in the yosys stat output: 80,400 sq um
  – Number of warnings printed during yosys synthesis: 1
  – Register bit total from synthesis: 2,082
  – Top flip-flop cell by instance count after synthesis: sky130_fd_sc_hd__edfxtp_1
  – EDFF count, synth: between 2k and 2.5k
  – Average cell area after synthesis: just over 20 sq um
  – Synth cell types: 55
  – Proportion of synthesized flip-flops having asynchronous set or reset: 0%
  – Proportion of netlist area held by the largest area contributor: 76.8%
  – Cell types occupying the most area after synthesis: sky130_fd_sc_hd__edfxtp_1 (77%), sky130_fd_sc_hd__mux4_2 (11%), sky130_fd_sc_hd__mux2i_1 (3.1%)
  – Leading post-synthesis cells by instance count: sky130_fd_sc_hd__edfxtp_1 (2,056), sky130_fd_sc_hd__mux4_2 (397), sky130_fd_sc_hd__nor2_1 (283), sky130_fd_sc_hd__mux2i_1 (249), sky130_fd_sc_hd__a22oi_1 (98)
  – Cell count listed in synth_stat.txt: around 3.9k
  – Cell area after synthesis: 80,400 sq um
  – Cell with the most instances after synthesis: sky130_fd_sc_hd__edfxtp_1

Route
  – Antenna viol nets, final: 0
  – DR DRC count: 0
  – Vias post-DR: 45.3k
  – Overall routed net length: 205,000 um
  – Starting DRC count in detailed routing: around 2.6k
  – First-pass DRT Iterations: 5
  – Number of vias per cell: 5.06
  – Routed WL per cell: 22.9 um

CTS
  – Clk buf depth: 3
  – Number of setup buffers added after CTS: 0
  – Clk pin slew, worst setup/hold paths: 0.03 ns
  – Cell at the root of the clock tree: sky130_fd_sc_hd__clkbuf_16
  – Number of CTS-inserted buffers: ~220
  – Sink count of the clock tree: 2,082
  – Latency at later pin: 0.85 ns
  – CTS tree: yes
  – Post-cts gate resize count: 0
  – Count of H-tree levels built during CTS: 4
  – Number of hold buffers added after CTS: 0

Floorplan
  – Die height: 450 um
  – Area of the core region: 200,000 sq um
  – Boundary pin count: 35
  – Effective utilization at floorplan: 40.3%
  – Floorplan row count: 164
  – Width of the die: 450 um
  – Area of the chip: between 200,000 and 250,000 sq um

Final layout
  – Area grow syn2layout: 23.0%
  – Post-layout instance count excluding filler cells: 8,945
  – Fraction of final layout cells with drive strength greater than 1: around 15%
  – Design area: around 100,000 sq um
  – Fill cell instance count of the final layout: approximately 16k

Global routing
  – Total routing usage reported by global routing: ~22%
  – Number of global-route vias before repair: around 52k
  – Initial antenna violation count: 3
  – Grt ovf: 0
  – First-pass GRT wire length: roughly 300,000 um
  – Pin count of the biggest net entering global routing: 125

Power
  – Sum of internal, switching and leakage power: 3750 uW
  – Static Leakage: 0.0396 uW
  – Areal power density over the cells: about 38 nW/um^2
  – Max IR drop VDD: 33.1 uV

Min path
  – Hold WC Path Type: register to register

Status
  – Result of the run: completed

Job
  – Max-Cap Viols: 0
  – Number of logged tool warnings: 1,030

Placed design
  – Instance area at placement: 84,000 sq um
  – Count of placed standard cells including taps: 6,492
  – Routability-driven placement congestion ratio: 0.878
  – # port buffers: 34
  – Post-detailed-placement half-perimeter wirelength: 120,000 um
-- layer usage --
layer | vias to the layer above | global-route usage, % | wire length [um]
li1 | 20600 | - | -
met1 | 22200 | 26.2 | 70100
met5 | - | 0.545 | 167
met3 | 362 | 16.8 | 29000
met4 | 6 | 10.7 | 7100
met2 | 2122 | 31.2 | 98500
-- cell families (layout without fill, tap and decap cells) --
logic type | count (synthesis) | in the layout | share of synthesized area, %
buffers and inverters | 239 | 2654 | 1.86
multiplexers | 652 | 652 | 14.3
AND/OR/NAND/NOR | 495 | 495 | 2.67
other | 0 | 2 | 0
AND-OR/OR-AND | 404 | 404 | 3.73
flip-flops | 2082 | 2082 | 77.4
-- power breakdown --
part           total [uW]  internal, uW  switching (uW)
sequential           1680          1670            8.98
combinational         146          51.0            94.6
clock                1920           999             918
-- stage by stage --
stage / setup slack [ns] / util (%)
5_1_grt: 15.71 / 49.5
3_3_place_gp: 16.57 / 42.1
3_5_place_dp: 16.59 / 42.1
2_1_floorplan: 17.07 / -
6_report: 15.79 / 49.5
4_1_cts: 15.72 / 49.5
-- state kept, by name, indices dropped and copies added (netlist names) --
| name | cells |
|---|---|
| mem | 2048 |
| rd_addr_r | 8 |
| rd_data | 8 |
| rd_en_r | 1 |
| wr_addr_r | 8 |
| wr_data_r | 8 |
| wr_en_r | 1 |
-- area by class of cell --
cell class / count / area [sq um] / share of cell area [%]
Multi-Input combinational cell: 1551 / 16700 / 16.9
Sequential cell: 2082 / 62300 / 63.0
Inverter: 5 / 18.8 / 0.0190
Clock inverter: 2230 / 9380 / 9.48
Tap cell: 2656 / 3320 / 3.36
Timing Repair Buffer: 197 / 1650 / 1.67
Clock buffer: 222 / 5520 / 5.58
Antenna cell: 2 / 5.00 / 0.00506
-- worst min path at each step --
stage	from	end	depth (start not counted)
6_report	mem[9][1]	rd_data[1]	7
4_1_cts	mem[9][1]	rd_data[1]	7
5_1_grt	mem[9][0]	rd_data[0]	7
-- placed cells by master, fill, tap and decap left out, types with 10 or more instances in the layout --
cell                              netlist  final
sky130_fd_sc_hd__inv_1                  5   2115
sky130_fd_sc_hd__a211oi_1              19     19
sky130_fd_sc_hd__o22ai_1               47     47
sky130_fd_sc_hd__clkinvlp_2             0     54
sky130_fd_sc_hd__nor2b_1               16     10
sky130_fd_sc_hd__o21ai_0               20     20
sky130_fd_sc_hd__clkdlybuf4s50_1        0     34
sky130_fd_sc_hd__clkbuf_16              0    220
sky130_fd_sc_hd__nor2_1               283    281
sky130_fd_sc_hd__buf_4                 21    156
sky130_fd_sc_hd__a22o_1                44     44
sky130_fd_sc_hd__mux4_2               397    397
sky130_fd_sc_hd__o221ai_1              42     42
sky130_fd_sc_hd__dfxtp_4                0     10
sky130_fd_sc_hd__a22oi_1               98     98
sky130_fd_sc_hd__nand2_1               77     77
sky130_fd_sc_hd__bufinv_16              0     27
sky130_fd_sc_hd__dfxtp_1               26     13
sky130_fd_sc_hd__edfxtp_1            2056   2056
sky130_fd_sc_hd__nand3_1               42     40
sky130_fd_sc_hd__nor3_1                30     30
sky130_fd_sc_hd__nand4_1               15     15
sky130_fd_sc_hd__a221oi_1              37     37
sky130_fd_sc_hd__a21oi_1               64     64
sky130_fd_sc_hd__mux2i_1              249    249
Power figures rest on the tool's default switching activity, not on a simulated workload.
