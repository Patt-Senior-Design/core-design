## config.mk

```make
export PLATFORM = sky130hd
export DESIGN_NAME = rename
export DESIGN_NICKNAME = rename
export VERILOG_FILES = /design/flow/design.v
export SDC_FILE = /design/flow/constraint.sdc
export NUM_CORES = 4
export LEC_CHECK = 1
export CORE_AREA = 10 10 225 225
export DIE_AREA = 0 0 235 235
```

## constraint.sdc

```tcl
current_design rename

set clk_period 16.7
set clk_io_pct 0.2

create_clock -name clk0 -period $clk_period [get_ports {clk}]

set non_clock_inputs [all_inputs -no_clocks]
set_input_delay [expr $clk_period * $clk_io_pct] -clock clk0 $non_clock_inputs
set_output_delay [expr $clk_period * $clk_io_pct] -clock clk0 [all_outputs]
```

## design.v

```verilog
module decoder #(
  parameter BITS = 1
  )(
  input  [BITS-1:0]      in,
  output [(1<<BITS)-1:0] out);
  genvar i;
  generate
    for (i = 0; i < (1<<BITS); i=i+1) begin : dec
      assign out[i] = (in == i);
    end
  endgenerate
endmodule
module flop #(
  parameter width=1
  )(
  input clk,
  input rst,
  input set,
  input enable, 
  input [width-1:0] d,
  output reg [width-1:0] q);
  always @(posedge clk) begin
    if (enable)
      q <= d;
    if (set)
      q <= {width{1'b1}};
    if (rst)
      q <= 0;
  end
endmodule
module mux #(
  parameter W = 32,
  parameter N = 16
  )(
  input [$clog2(N)-1:0] sel,
  input [(N*W)-1:0]     in,
  output [W-1:0]        out);
  wire [N-1:0] sel_onehot;
  decoder #($clog2(N)) decoder(
    .in(sel),
    .out(sel_onehot));
  premux #(W,N) premux(
    .sel(sel_onehot),
    .in(in),
    .out(out));
endmodule
module premux #(
  parameter W = 32,
  parameter N = 16
  )(
  input [N-1:0]     sel,
  input [(N*W)-1:0] in,
  output [W-1:0]    out);
  wire [W-1:0] steps [0:N];
  genvar i;
  generate
    for(i = 0; i < N; i=i+1) begin : premux_gen
      assign steps[i+1] = steps[i] | ({W{sel[i]}} & in[i*W+:W]);
    end
  endgenerate
  assign steps[0] = 0;
  assign out = steps[N];
endmodule
module rename(
  input            clk,
  input            rst,
  input            decode_rename_valid,
  input [31:2]     decode_addr,
  input [4:0]      decode_rsop,
  input [6:0]      decode_robid,
  input [5:0]      decode_rd,
  input            decode_uses_rs1,
  input            decode_uses_rs2,
  input            decode_uses_imm,
  input            decode_uses_memory,
  input            decode_uses_pc,
  input            decode_csr_access,
  input            decode_forward,
  input            decode_inhibit,
  input [31:2]     decode_target,
  input [4:0]      decode_rs1,
  input [4:0]      decode_rs2,
  input [31:0]     decode_imm,
  output           rename_stall,
  output [4:0]     rename_rs1,
  output [4:0]     rename_rs2,
  output           rename_alloc,
  input            rat_rs1_valid,
  input [31:0]     rat_rs1_tagval,
  input            rat_rs2_valid,
  input [31:0]     rat_rs2_tagval,
  output [5:0]      rename_rd,
  output [6:0]      rename_robid,
  output           rename_exers_write,
  output           rename_lsq_write,
  output           rename_csr_write,
  output [4:0]     rename_op,
  output           rename_op1ready,
  output [31:0]    rename_op1,
  output           rename_op2ready,
  output [31:0]    rename_op2,
  output [31:0]    rename_imm,
  input            exers_stall,
  input            lsq_stall,
  input            csr_stall,
  output rename_wb_valid,
  output [31:2] rename_wb_result,
  input             rob_flush,
  input             rob_rename_ishead,
  output            rename_inhibit);
  wire valid;
  wire stall;
  wire [6:0] robid;
  wire [31:0] addr;
  wire [4:0] op;
  wire [5:0] rd;
  wire uses_rs1;
  wire uses_rs2;
  wire uses_imm;
  wire uses_memory;
  wire uses_pc;
  wire csr_access;
  wire forward;
  wire inhibit;
  wire [31:2] result;
  wire [4:0] rs1;
  wire [4:0] rs2;
  wire [31:0] imm;
  flop valid_flop       (clk, rst | rob_flush, 0, !rename_stall, decode_rename_valid, valid);
  flop #(7) robid_flop  (clk, 0, 0, !rename_stall, decode_robid, robid);
  flop #(32) addr_flop  (clk, 0, 0, !rename_stall, {decode_addr, 2'b00}, addr);
  flop #(5) op_flop     (clk, 0, 0, !rename_stall, decode_rsop, op);
  flop #(6) rd_flop     (clk, 0, 0, !rename_stall, decode_rd, rd);
  flop uses_rs1_flop    (clk, 0, 0, !rename_stall, decode_uses_rs1, uses_rs1);
  flop uses_rs2_flop    (clk, 0, 0, !rename_stall, decode_uses_rs2, uses_rs2);
  flop uses_imm_flop    (clk, 0, 0, !rename_stall, decode_uses_imm, uses_imm);
  flop uses_memory_flop (clk, 0, 0, !rename_stall, decode_uses_memory, uses_memory);
  flop uses_pc_flop     (clk, 0, 0, !rename_stall, decode_uses_pc, uses_pc);
  flop csr_access_flop  (clk, 0, 0, !rename_stall, decode_csr_access, csr_access);
  flop forward_flop     (clk, 0, 0, !rename_stall, decode_forward, forward);
  flop inhibit_flop     (clk, 0, 0, !rename_stall, decode_inhibit, inhibit);
  flop #(30) result_flop(clk, 0, 0, !rename_stall, decode_target, result);
  flop #(5) rs1_flop    (clk, 0, 0, !rename_stall, decode_rs1, rs1);
  flop #(5) rs2_flop    (clk, 0, 0, !rename_stall, decode_rs2, rs2);
  flop #(32) imm_flop   (clk, 0, 0, !rename_stall, decode_imm, imm);
  assign rename_lsq_write = valid & uses_memory;
  assign rename_exers_write = valid & (~uses_memory) & (~csr_access);
  assign rename_csr_write = valid & csr_access & rob_rename_ishead & ~rob_flush;
  assign rename_op = op;
  assign rename_robid = robid;
  assign rename_rd = rd | {forward, 5'b0};  
  wire [31:0] op1_intermediate;
  wire [31:0] op2_intermediate;
  wire op2_ready_intermediate;
  mux #(32, 2) op1_intermediate_mux(csr_access,
      {{27'b0, rs1}, imm}, op1_intermediate);
  mux #(32, 4) rename_op1_mux({uses_rs1, uses_pc},
      {32'b0, rat_rs1_tagval, addr, op1_intermediate}, rename_op1);
  mux #(1, 4) rename_op1ready_mux({uses_rs1, uses_pc},
      {1'b0, rat_rs1_valid, 1'b1, 1'b1}, rename_op1ready);
  mux #(32, 4) op2_intermediate_mux({uses_rs2, uses_imm},
      {rat_rs2_tagval, rat_rs2_tagval, imm, 32'b0}, op2_intermediate);
  mux #(32, 4) rename_op2_mux({uses_rs1, uses_pc},
      {32'b0, op2_intermediate, imm, 32'b0}, rename_op2);
  mux #(1, 4) op2_ready_intermediate_mux({uses_rs2, uses_imm},
      {rat_rs2_valid, rat_rs2_valid, 1'b1, 1'b0}, op2_ready_intermediate);
  mux #(1, 4) rename_op2ready_mux({uses_rs1, uses_pc},
      {1'b0, op2_ready_intermediate, 1'b1, 1'b1}, rename_op2ready);
  assign rename_imm = imm;
  assign rename_stall = (rename_exers_write & exers_stall) |
                 (rename_lsq_write & lsq_stall) |
                 (valid & csr_access & (~rob_rename_ishead | csr_stall));
  assign rename_rs1 = rs1;
  assign rename_rs2 = rs2;
  assign rename_alloc = valid & ~rename_stall & ~rd[5];
  assign rename_wb_valid = valid & ~rename_stall & forward;
  assign rename_wb_result = result;
  assign rename_inhibit = valid & ~rename_stall & inhibit;
endmodule
```

## run.sh

```bash
#!/bin/bash
# OpenROAD 26Q1-2900-gdf79404cd8, Yosys 0.63+post, stock flow scripts
make -C /OpenROAD-flow-scripts/flow DESIGN_CONFIG=/design/flow/config.mk WORK_HOME=/design/flow/orfs finish
```

==> CHANGELOG.md <==
### Changed

* Synthesis area per yosys at 5250 sq um
* Worst EP arrival at 5240 ps
* Flops after synth at 129
* Worst Clk Skew at 13.8 ps
* Setup CP Type: in2out
* Count of cell types in the netlist at 28
* Pwr dens at 92.5 nW/um^2
* Hpwl dp at 18400 microns
* Clock-pin slew on the worst setup and hold paths at 60 ps
* CTS tree: done
* Top cell area share at 73.2%
* RSZ-0062 raised after global routing: no
* Post-synth seq share at 73.6%
* Global-route wire length before repair at 34900 microns
* Vias/cell at 3.39
* Number of global-route vias before repair at 4937
* Tmin final at 8580 ps
* Hold Crit Class: reg2reg
* Yosys Instances at 352
* Htree depth at 4
* Floorplan utilization at 11.5%
* GP Congestion at 0.863
* Row Count at 78
* Worst-margin pin slew at 688 ps
* Syn Inst Count at 352
* Global-route usage over all layers at 8.73%
* ANT cells at 0
* CTS root buf: clkbuf_16
* Layout filler cell count at 4808
* Avg Inst Size Synth at 14.9 sq um
* Peak VDD IR at 0.0883 mV
* Post CTS Setup Buffer Count at 0
* Crit path max fanout at 3
* Die W at 235 microns
* Largest net degree at the start of global routing at 50
* Status: finished clean
* Critical path endpoint category: output port
* Main area contributors: edfxtp_1 (73%), a22o_1 (4.3%), o21ai_0 (3.6%), nor3b_1 (3.1%), nand2_1 (2.6%)
* DRT iter0 DRCs at 161
* Core Region at 45600 sq um
* Final routed DRC violation total at 0
* Die H at 235 microns
* Iteration count of the initial detailed-routing pass at 5
* Remaining antenna violation count at 0
* Vias after detailed routing at 4497
* Slew Limit Headroom at 54.2%
* Dominant register cell: edfxtp_1
* # clock sinks at 129
* Layout cell share with drive strength beyond 1 at 6.87%
* Cts bufs inserted at 17
* Cts hold-fix bufs at 0
* Pleak at 0.00349 uW
* I/O pin count at 365
* Max clock buf depth at 2
* Post-DR wirelength/cell at 18.4 microns
* Final Slew Violations at 0
* Netlist Area Pre-Place at 5250 sq um
* Yosys warns at 42
* Log Warnings at 25
* Fin util at 22.2%
* Fraction of registers with async set/reset at 0%
* Setup TNS after final layout at 0 ps
* Gr ovfl total at 0
* Chip area at 55200 sq um
* Initial antenna violation count at 4
* Cycle use final at 51.4%
* MaxCap Viol Count at 0
* Late-Pin Clk Latency at 470 ps
* CP required at 13360 ps
* Peak Freq at 0.117 GHz
* PortBufs at 364
* Cell type with the largest total area: edfxtp_1
* Total Wirelength at 24500 microns
* Final Setup Violations at 0
* Resized cells post-CTS at 0
* Area Growth Syn to Fin at 93.0%
* Hold Vio Cnt, Final at 0
* Number of enable flip-flop cells at 128
* Kind of start point of the critical path: input port
-- layer usage --
| metal | GRT usage (%) | routed length, microns | up-vias | part of all wire [%] |
|---|---|---|---|---|
| li1 | - | - | 2084 | - |
| met1 | 10.2 | 9470 | 2109 | 39 |
| met4 | 1.72 | 566 | 4 | 2.3 |
| met5 | 0 | 21 | - | 0.086 |
| met3 | 5.19 | 3150 | 31 | 13 |
| met2 | 13.7 | 11300 | 269 | 46 |
-- final timing paths --
check / startpoint / endpoint / slack, ps / depth (start not counted)
setup / recovery: rob_rename_ishead / rename_inhibit / 8120 / 5
hold / removal: valid_flop.q / uses_rs1_flop.q / 920 / 2
setup reg to reg: csr_access_flop.q / rs2_flop.q[4] / 13500 / 5
hold reg to reg: valid_flop.q / uses_rs1_flop.q / 920 / 2
-- layout make-up --
type,instances,area (sq um),area share (%)
timing repair buffer,374,3720,36.7
multi-input combinational,189,1200,11.8
clock buffer,18,429,4.24
sequential,129,3860,38.1
tap,600,751,7.41
inverter,4,15.0,0.148
clock inverter,14,155,1.53
-- flip-flops by register name, summed over array words and instances (netlist names) --
signal and flops:
imm_flop.q 32, addr_flop.q 30, result_flop.q 30, robid_flop.q 7, rd_flop.q 6, op_flop.q 5, rs1_flop.q 5, rs2_flop.q 5
csr_access_flop.q 1, forward_flop.q 1, inhibit_flop.q 1, uses_imm_flop.q 1, uses_memory_flop.q 1, uses_pc_flop.q 1, uses_rs1_flop.q 1, uses_rs2_flop.q 1
valid_flop.q 1
-- critical path, stage by stage --
cell and delay (ps):
clkdlybuf4s50_1 500, nand2b_1 110, a2111oi_0 600, and2_1 220
clkdlybuf4s50_1 470
-- stage by stage --
step                setup WS [ps]  power (uW)  hold WS, ps  std cells  cell area [sq um]
global route                 7980         983          934       1328              10100
CTS                          8130         962          923       1328              10100
finish                       8120         937          920       1328              10100
detailed placement           8140         573          917       1296               9550
global placement             8110         572          896       1296               9550
floorplan                     577         439         2580        352               5250
-- kinds of logic (layout without fill, tap and decap cells) --
group / after synthesis / after routing / synth area share, %
flops: 129 / 129 / 73.6
mux: 10 / 10 / 2.03
buf+inv: 34 / 410 / 3.89
simple gates: 77 / 77 / 8.08
compound gates: 102 / 102 / 12.4
-- power breakdown --
group | internal (uW) | leakage, uW | switching [uW]
Clock | 220 | 0.000270 | 154
Sequential | 385 | 0.00134 | 12.4
Combinational | 112 | 0.00188 | 53.1
-- cells in the final DEF, fill, tap and decap left out, types with 4 or more instances in the layout --
cell type / synthesis / final
a21oi_1: 22 / 22
a22o_1: 26 / 26
a22oi_1: 12 / 12
and2_1: 6 / 5
buf_4: 7 / 10
clkbuf_16: 0 / 17
clkdlybuf4s50_1: 0 / 364
clkinvlp_4: 0 / 5
edfxtp_1: 128 / 128
inv_1: 4 / 4
inv_6: 0 / 4
mux2_2: 5 / 5
mux2i_1: 5 / 5
nand2_1: 36 / 36
nor3b_1: 22 / 22
o21ai_0: 38 / 38
-- cells in the mapped netlist (2+ instances only) --
cell	n
a22oi_1	12
mux2_2	5
nor2b_1	3
nand2_1	36
and2_1	6
a21oi_1	22
a22o_1	26
edfxtp_1	128
buf_4	7
buf_2	10
buf_6	5
mux2i_1	5
nor3b_1	22
nor2_1	3
inv_1	4
clkbuf_1	8
o21ai_0	38
nand2b_1	2
No activity file was given, so power comes from the tool's default toggle rates.
